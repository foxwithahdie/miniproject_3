## ./design.v

```verilog
module controller (
    input logic clk, 
    output logic load_sreg, 
    output logic transmit_pixel, 
    output logic [5:0] pixel
);
    localparam TRANSMIT_FRAME       = 1'b0;
    localparam IDLE                 = 1'b1;
    localparam [2:0] READ_CH_VALS   = 3'b001;
    localparam [2:0] LOAD_SREG      = 3'b010;
    localparam [2:0] TRANSMIT_PIXEL = 3'b100;
    localparam [8:0] TRANSMIT_CYCLES    = 9'd360;        
    localparam [19:0] IDLE_CYCLES       = 20'd351832;    
    logic state = TRANSMIT_FRAME;
    logic next_state;
    logic [2:0] transmit_phase = READ_CH_VALS;
    logic [2:0] next_transmit_phase;
    logic [5:0] pixel_counter = 6'd63;
    logic [8:0] transmit_counter = 9'd0;
    logic [19:0] idle_counter = 20'd0;
    logic transmit_pixel_done;
    logic idle_done;
    assign transmit_pixel_done = (transmit_counter == TRANSMIT_CYCLES - 1);
    assign idle_done = (idle_counter == IDLE_CYCLES - 1);
    always_ff @(negedge clk) begin
        state <= next_state;
        transmit_phase <= next_transmit_phase;
    end
    always_comb begin
        next_state = 1'bx;
        unique case (state)
            TRANSMIT_FRAME:
                if ((pixel_counter == 6'd0) && (transmit_pixel_done))
                    next_state = IDLE;
                else
                    next_state = TRANSMIT_FRAME;
            IDLE:
                if (idle_done)
                    next_state = TRANSMIT_FRAME;
                else
                    next_state = IDLE;
        endcase
    end
    always_comb begin
        next_transmit_phase = READ_CH_VALS;
        if (state == TRANSMIT_FRAME) begin
            case (transmit_phase)
                READ_CH_VALS:
                    next_transmit_phase = LOAD_SREG;
                LOAD_SREG:
                    next_transmit_phase = TRANSMIT_PIXEL;
                TRANSMIT_PIXEL:
                    next_transmit_phase = transmit_pixel_done ? READ_CH_VALS : TRANSMIT_PIXEL;
            endcase
        end
    end
    always_ff @(negedge clk) begin
        if ((state == TRANSMIT_FRAME) && transmit_pixel_done) begin
            pixel_counter <= pixel_counter - 1;
        end
    end
    always_ff @(negedge clk) begin
        if (transmit_phase == TRANSMIT_PIXEL) begin
            transmit_counter <= transmit_counter + 1;
        end
        else begin
            transmit_counter <= 9'd0;
        end
    end
    always_ff @(negedge clk) begin
        if (state == IDLE) begin
            idle_counter <= idle_counter + 1;
        end
        else begin
            idle_counter <= 20'd0;
        end
    end
    assign pixel = pixel_counter;
    assign load_sreg = (transmit_phase == LOAD_SREG);
    assign transmit_pixel = (transmit_phase == TRANSMIT_PIXEL);
endmodule
```

## ./run.sh

```bash
#!/bin/bash
# OpenROAD 26Q1-2900-gdf79404cd8, Yosys 0.63+post, stock flow scripts
make -C /OpenROAD-flow-scripts/flow DESIGN_CONFIG=/design/flow/config.mk WORK_HOME=/design/flow/orfs finish
```

## ./config.mk

```make
export PLATFORM = sky130hd
export DESIGN_NAME = controller
export DESIGN_NICKNAME = controller
export VERILOG_FILES = /design/flow/design.v
export SDC_FILE = /design/flow/constraint.sdc
export NUM_CORES = 4
export LEC_CHECK = 1
export CORE_UTILIZATION = 40
```

## ./constraint.sdc

```tcl
current_design controller

set clk_period 3.4
set clk_io_pct 0.2

create_clock -name clk0 -period $clk_period [get_ports {clk}]

set non_clock_inputs [all_inputs -no_clocks]
set_input_delay [expr $clk_period * $clk_io_pct] -clock clk0 $non_clock_inputs
set_output_delay [expr $clk_period * $clk_io_pct] -clock clk0 [all_outputs]
```

==> CHANGELOG.md <==
## Implementation

* Status: complete, no violations
* Pre-CTS setup slack at -0.06334 ns
* Filler cell count at 341
* Synthesis area per yosys at 1708 um^2
* Insertion Delay late pin at 0.35 ns
* Max-cap violations at 0
* # rows at 23
* Critical Path Max Stage Delay at 0.32 ns
* Cell family with most CP delay: flip-flops
* Via count at 1,409
* Drt pass-1 iters at 4
* Area Growth Syn to Fin at 27.40%
* Cell count listed in synth_stat.txt at 180
* Final GP Congestion at 0.8170
* H-tree levels at 2
* GRT Resource Usage Total at 0.1633
* Layout cell share with drive strength beyond 1 at 0.1504
* Most used routing layer: met2
* Synth cell types at 32
* CTS tree: built
* Clock network power share at 0.499
* Antenna Nets Post-Route at 0
* WP data arrival at 2.69 ns
* Chip footprint at 4535 um^2
* Logic pwr share at 0
* Post-synth EDFFs at 6
* Synth Area per Inst at 9.488 um^2
* Net Sw Frac at 0.2834
* Initial antenna violation count at 0
* Hold_buf cts at 0
* Met2 track demand over resource at 0.2350
* Multi-input gate area at 835.8 um^2
* Worst r2r path cells at 5
* Chip height at 67.35 um
* DP Wirelength at 2025 um
* Grt met1 use at 0.2172
* Share of flip-flops with an asynchronous set or reset at 0
* Port Buffers at 8
* Max VDD drop at 302.0 uV
* Power per cell area at 431.8 nW/um^2
* Setup TNS at 0 ns
* R2R Setup Slk at 1.44 ns
* Worst r2r src: idle_counter[0]
* Most common reg cell: dfxtp_1
* Worst-path fanout max at 3
* Core Area at 4058 um^2
* DR vias/cell at 4.760
* Top area contributor share at 0.3868
* Slew margin rel. at 0.5731
* Mapped cell area at 1708 um^2
* Pin count of the biggest net entering global routing at 23
* Inserted Clock Buffers at 5
* GRT Residual Overflow at 0
* Final Setup Violations at 0
* Worst-Margin Slew at 0.6397 ns
* DRC at 0
* CP startpoint: transmit_phase[1]
* Antenna Cells at 0
* Vias in the first global route at 1,411
* Type of the worst setup path: reg2out
* Min-Delay Path Class: reg2reg
* RR Endpoint: idle_counter[18]
* Setup ws final at 0.02977 ns
* Sequential power share at 0.501
* Met3 usage at 0.07363
* Clock transition at the registers of the reported paths at 0.03 ns
* Clock sinks at 39
* Sw power at 266.3 uW
* CP Capture Type: output port
* Final hold violation count at 0
* Critical path buffers and inverters at 2
* Clock Path Buffers at 2
* Top cells, area: dfxtp_1 39%, edfxtp_1 11%, xnor2_1 6.7%, nor2_1 5.3%, xor2_1 4.6%
* LEAKAGE at 1.026 nW
* Worst hold path endpoint: transmit_counter[0]
* IO Pins at 9
* Critical Path RT at 2.72 ns
* Worst-path cell chain: nor2_2, nand2_2, inv_1, buf_2
* Storage element area at 844.6 um^2
* Final Power at 939.6 uW
* RSZ-0062 raised after global routing: yes
* Hold Path Depth at 1
* CP max-delay cell: dfxtp_2
* Worst Min Path Start: transmit_counter[0]
* Worst clock skew at 0.01667 ns
* Slew Viols, Final at 0
* Routed WL per cell at 10.38 um
* Leading area contributor after synthesis: dfxtp_1
* Root Driver: clkbuf_8
* Fp util at 0.4209
* Synth Instances at 180
* Register share after synthesis at 0.4923
* Pint at 673.3 uW
* Drt total wl at 3071 um
* First-pass GRT wire length at 5568 um
* Die X at 67.35 um
* Ys Warns at 1
* Log Warnings at 66
* Post-synth regs at 39
* CP startpoint kind: register
* Iteration-0 DRC Markers at 45
registers in the layout, indices dropped and copies added (netlist names):
name,count
state,1
transmit_counter,9
idle_counter,20
pixel_counter,6
transmit_phase,3
kinds of logic after synthesis:
kind of cell / share of synthesized area
buf+inv: 0.02418
compound gates: 0.05861
xor+xnor: 0.1128
flops: 0.4923
simple gates: 0.2828
fa+ha+maj: 0.02931
metal layers:
metal,share of wire,wire length [um]
met2,0.43,1310
met1,0.52,1598
met3,0.035,108
met4,0.018,55
met5,0,0
timing repair:
item	4_1_cts	5_1_grt
pin swaps	3	1
endpoints found under the hold margin	0	0
resized	19	3
endpoints found under the setup margin	8	6
buffers inserted	7	1
how the worst max path moves through the flow:
stage,end,cells after the start
CTS,load_sreg,2
global route,load_sreg,2
finish,transmit_pixel,4
stage by stage:
stage / instances / hold slack (ns) / instance area (um^2) / util
after floorplan: 180 / 0.4175 / 1708 / -
final: 296 / 0.4396 / 2176 / 0.5362
after global routing: 296 / 0.4656 / 2176 / 0.5362
after CTS: 295 / 0.4468 / 2165 / 0.5335
after detailed placement: 242 / 0.4390 / 1884 / 0.4644
after global placement: 242 / 0.4302 / 1884 / 0.4644
Yosys cell counts, types with 2 or more instances:
cell type / n
dfxtp_1: 33
edfxtp_1: 6
and4_2: 2
nand2_1: 11
and3_1: 5
nand4_1: 5
xor2_1: 9
xnor2_1: 13
nor2_1: 24
and2_1: 2
o21ai_0: 9
a21oi_1: 8
ha_1: 4
inv_1: 8
nor3_1: 7
nand4b_1: 3
nand3_1: 8
or3_1: 7
nor4_1: 3
power by group through the flow:
stage	clock network (mW)	registers, mW	logic, mW
global route	0.545	0.469	0.000000431
CTS	0.495	0.470	0.000000437
finish	0.469	0.471	0.000000431
layout make-up:
| class | instances | area share |
|---|---|---|
| inverters | 7 | 0.01208 |
| repair buffers | 22 | 0.08051 |
| flip-flops and latches | 39 | 0.3882 |
| clock inverters | 42 | 0.07476 |
| well taps | 50 | 0.02875 |
| multi-input cells | 131 | 0.3841 |
| clock buffers | 5 | 0.03163 |
worst reg2reg max path, cell delays in order, from the launching register on:
cell and delay (ns):
dfxtp_1 0.37, ha_1 0.27, nand3_4 0.13, or4_4 0.59, or3_1 0.37, a21oi_1 0.15
cells in the final DEF (no fill, tap or decap), drive strengths merged, types with 9 or more instances in the layout:
cell type | Yosys | routed
xor2 | 9 | 9
nand3 | 9 | 9
dfxtp | 33 | 33
inv | 8 | 49
buf | 1 | 16
nor2 | 24 | 24
nand2 | 11 | 11
xnor2 | 13 | 13
o21ai | 9 | 9
No activity file was given, so power comes from the tool's default toggle rates.
