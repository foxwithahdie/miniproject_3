[/design/flow/run.sh]
#!/bin/bash
# OpenROAD 26Q1-2900-gdf79404cd8, Yosys 0.63+post, stock flow scripts
make -C /OpenROAD-flow-scripts/flow DESIGN_CONFIG=/design/flow/config.mk WORK_HOME=/design/flow/orfs finish
[/design/flow/config.mk]
export PLATFORM = sky130hd
export DESIGN_NAME = memory
export DESIGN_NICKNAME = memory
export VERILOG_FILES = /design/flow/design.v
export SDC_FILE = /design/flow/constraint.sdc
export NUM_CORES = 4
export LEC_CHECK = 1
export CORE_UTILIZATION = 50
[/design/flow/constraint.sdc]
current_design memory

set clk_period 6.1
set clk_io_pct 0.2

create_clock -name clk0 -period $clk_period [get_ports {clk}]

set non_clock_inputs [all_inputs -no_clocks]
set_input_delay [expr $clk_period * $clk_io_pct] -clock clk0 $non_clock_inputs
set_output_delay [expr $clk_period * $clk_io_pct] -clock clk0 [all_outputs]
[/design/flow/design.v]
module memory #(
    parameter INIT_STATE = "" 
) (
    input logic clk,
    input logic [5:0] read_address,
    input logic [63:0] next_state,
    output logic [63:0] curr_state,
    output logic [7:0] read_data,
    input logic write_board_state,
    input logic writing_board_done
);
    logic [7:0] memh_read [7:0];
    logic [63:0] t_curr_state;
    logic [63:0] init_state_val;
    logic [7:0] mem [0:63];
    logic [5:0] write_board_counter;
    logic write_board_state_prev;
    initial begin
        if (INIT_STATE) begin
            $readmemh(INIT_STATE, memh_read);
        end
        t_curr_state = 64'b0;
        write_board_counter = 0;
    end
    always_ff @(posedge clk) begin
        write_board_state_prev <= write_board_state;
        if (t_curr_state == 64'b0 && write_board_counter == 0) begin
            for (int i = 7; i >= 0; i--) begin
                for (int j = 7; j >= 0; j--) begin
                    t_curr_state[i * 8 + j] <= memh_read[i][j];
                end
            end
        end
        if (write_board_state_prev && !write_board_state) begin
            if (write_board_counter == 63) begin
                t_curr_state <= next_state;
                write_board_counter <= 0;
            end else begin
                write_board_counter <= write_board_counter + 1;
            end
        end
        for (int i = 0; i < 64; i++) begin
            if (t_curr_state[i] == 1'b1) begin
                mem[i] <= 8'b11110000;
            end else begin
                mem[i] <= 8'b00000000;
            end
        end
        read_data <= mem[read_address];
    end
    assign curr_state = t_curr_state;
endmodule
==> impl_metrics.env <==
# flow metrics
export IMPL_numCtsBuffers=17
export IMPL_worstSetupEndpointType="flip-flop"
export IMPL_timing_final_crit_share_pct=52.57
export IMPL_min_path_type="reg2reg"
export IMPL_worstPathRequired_ps=6250
export IMPL_fin_util_pct=74.47
export IMPL_htreeDepth=4
export IMPL_max_clock_freq_mhz=311.8
export IMPL_clk_path_buf_depth=2
export IMPL_synthCells=279
export IMPL_critPathLaunch="write_board_state"
export IMPL_fp_util_pct=51.20
export IMPL_syn_area_mm2=0.004443
export IMPL_antenna_found_initial=0
export IMPL_vias=2758
export IMPL_ys_ff=136
export IMPL_worstMarginPinSlew_ps=677.1
export IMPL_slew_headroom_pct=54.72
export IMPL_clock_skew_ps=6.786
export IMPL_slowest_stage="and2_2"
export IMPL_setup_viol=0
export IMPL_status="completed"
export IMPL_reg2reg_depth=5
export IMPL_most_common_layout_cells="clkdlybuf4s50_1, edfxtp_1, dfxtp_1, clkbuf_16"
export IMPL_grt_pass1_vias=2658
export IMPL_drc=0
export IMPL_rows=34
export IMPL_fp_dieW_um=96.27
export IMPL_antenna_diode_count=0
export IMPL_grt_setup_unrepaired="false"
export IMPL_route_final_wire_length_mm=8.692
export IMPL_lay_top_count="clkdlybuf4s50_1"
export IMPL_die_y_um=96.27
export IMPL_power_density_mw_per_mm2=315.6
export IMPL_track_usage_pct=20.61
export IMPL_drt_iter0_drc=102
export IMPL_layout_drive_gt1_share_pct=11.03
export IMPL_ys_cells=279
export IMPL_final_min_clock_period_ps=3207
export IMPL_die_area_mm2=0.009267
export IMPL_synth_warnings=2
export IMPL_cts_tree="yes"
export IMPL_place_gp_congestion=0.7326
export IMPL_dr_pass1_iters=5
export IMPL_tool_warnings=27
export IMPL_ctsHoldBuffers=0
export IMPL_drv_cap=0
export IMPL_async_flop_share_pct=0
export IMPL_tns_ps=0
export IMPL_cpPeakStageDelay_ps=690
export IMPL_synth_avg_cell_area_um2=15.92
export IMPL_place_ws_ps=2317
export IMPL_postSynthSeqShare_pct=77.05
export IMPL_grt_overflow_total=0
export IMPL_clock_sinks=136
export IMPL_synth_distinct_cells=47
export IMPL_start_kind="primary input"
export IMPL_critPathArrivalTime_ps=3350
export IMPL_area_growth_pct=45.45
export IMPL_post_cts_resized=0
export IMPL_crit_type="in2reg"
export IMPL_ant_nets=0
export IMPL_avgViaCountPerCell=5.079
export IMPL_crit_fanout=37
export IMPL_grt_pass1_wl_mm=13.20
export IMPL_clock_latency_late_pin_ps=500
export IMPL_drv_slew=0
export IMPL_synth_edff_count=70
export IMPL_cts_setup_buffers=0
export IMPL_hold_depth=0
export IMPL_hold_violations=0
export IMPL_dp_hpwl_mm=5.527
export IMPL_rr_startpoint="write_board_counter[0]$_SDFFCE_PP0P_"
export IMPL_hold_start="t_curr_state[29]$_DFFE_PP_"
export IMPL_worst_hold_slack_ps=364.7
export IMPL_grt_max_degree=38
export IMPL_ff_type="edfxtp_1"
export IMPL_leakagePower_nw=2.357
export IMPL_wire_per_inst_um=16.01
export IMPL_root_buffer="clkbuf_8"
export IMPL_io_pins=145
export IMPL_fp_coreArea_mm2=0.008678
export IMPL_clk_pin_slew_ps=60
export IMPL_io_buffers=139
export IMPL_yosysChipArea_mm2=0.004443
export IMPL_peakVddDrop_v=0.0002418
export IMPL_path_cells="clkdlybuf4s50_1, nor2b_1, and2_2, buf_4"
export IMPL_worst_slack_ps=2893
synthesized netlist by cell type, drive strengths merged, types with 2 or more instances:
library cell,number,area (µm²)
o21ai,6,30.03
nor3,3,15.01
nor2b,5,31.28
clkbuf,3,11.26
mux2,8,90.09
dfxtp,66,1321
a2bb2oi,2,17.52
o22ai,3,18.77
a21oi,4,20.02
nor2,7,26.28
buf,20,132.6
inv,2,7.510
edfxtp,70,2102
and4b,2,20.02
nor3b,6,45.04
o31ai,2,15.01
nand2,6,22.52
and3,4,25.02
mux4,2,45.04
nand4,2,12.51
xor2,2,17.52
nor4b,2,17.52
and3b,4,35.03
nand4b,3,26.28
nand2b,4,25.02
a22o,2,17.52
nor4bb,5,50.05
nand3,8,40.04
a31oi,8,50.05
a311o,2,20.02
mux2i,2,20.02
routing by layer:
layer | up-vias | GRT usage, % | routed length, µm
met3 | 6 | 7.711 | 764
met1 | 1322 | 33.93 | 3759
li1 | 1329 | - | -
met4 | 0 | 2.114 | 69
met2 | 101 | 29.91 | 4099
met5 | - | 0 | 0
metrics by stage:
step / power, mW / std cells / cell area, µm²
finish: 2.040 / 543 / 6462
CTS: 2.059 / 543 / 6462
detailed placement: 1.087 / 511 / 5876
global route: 2.107 / 543 / 6462
floorplan: 1.032 / 282 / 4454
global placement: 1.086 / 511 / 5876
cells by family after synthesis:
| group | count (synthesis) | synth area share [%] |
|---|---|---|
| mux | 12 | 3.492 |
| compound gates | 36 | 5.661 |
| xor+xnor | 3 | 0.5915 |
| buf+inv | 25 | 3.408 |
| fa+ha+maj | 1 | 0.2816 |
| flops | 136 | 77.05 |
| simple gates | 65 | 9.434 |
| other cells | 1 | 0.08440 |
sequential cells by signal (all words and copies together) (netlist names):
signal                  count
write_board_state_prev      1
t_curr_state               64
mem                        64
write_board_counter         6
read_data                   1
path summary, 6_finish.rpt:
| kind | slack [ps] | endpoint |
|---|---|---|
| worst max-delay path | 2890 | t_curr_state[39]$_DFFE_PP_ |
| worst min-delay path | 360 | mem[29][6]$_DFF_P_ |
| worst max register to register | 3600 | t_curr_state[39]$_DFFE_PP_ |
| worst min register to register | 360 | mem[29][6]$_DFF_P_ |
area by class of cell:
| class | count | area (µm²) |
|---|---|---|
| Fill cell | 592 | 2216 |
| Timing Repair Buffer | 144 | 1429 |
| Tap cell | 108 | 135.1 |
| Inverter | 2 | 7.507 |
| Multi-Input combinational cell | 121 | 880.8 |
| Sequential cell | 136 | 3423 |
| Clock inverter | 13 | 133.9 |
| Clock buffer | 19 | 452.9 |
where the power goes:
group / switching, mW / total [mW] / internal, mW
Combinational: 0.0338 / 0.0990 / 0.0651
Sequential: 0.00338 / 0.969 / 0.966
Clock: 0.385 / 0.972 / 0.587
Total: 0.422 / 2.04 / 1.62
critical path: cells and delay by family:
family | cells | cell delay [ps]
and+or+nand+nor | 2 | 1160
buffers and inverters | 2 | 940
Power figures rest on the tool's default switching activity, not on a simulated workload.
