==> design.v <==
module game (
    input logic clk,
    input logic [63:0] board,
    input logic write_board_state,
    output logic [63:0] next_state,
    output logic writing_board_done
);
logic [63:0] t_next_state;
logic [2:0] above_row, below_row, left_col, right_col;
logic [2:0] row, col;
logic pos;
logic upper_left, upper_mid, upper_right,
      left, right, lower_left, lower_mid,
      lower_right;
logic [5:0] counter;
logic [3:0] neighbors;
initial begin
    counter = 63;
    writing_board_done = 1'b0;
    t_next_state = 64'd0;
end
always_comb begin
    above_row = (row == 0) ? 7 : row - 1;
    below_row = (row == 7) ? 0 : row + 1;
    left_col  = (col == 0) ? 7 : col - 1;
    right_col = (col == 7) ? 0 : col + 1;
    pos = board[counter];
    upper_left = board[above_row * 8 + left_col];
    upper_mid = board[above_row * 8 + col];
    upper_right = board[above_row * 8 + right_col];
    left = board[row * 8 + left_col];
    right = board[row * 8 + right_col];
    lower_left = board[below_row * 8 + left_col];
    lower_mid = board[below_row * 8 + col];
    lower_right = board[below_row * 8 + right_col];
    neighbors = upper_left + upper_mid + upper_right + left +
                right + lower_left + lower_mid + lower_right;
end
    always_ff @(posedge clk) begin
        if (counter != 0) begin
            if ((((neighbors == 2 || neighbors == 3) && pos == 1'b1)) 
            ||  (((neighbors == 3) && pos == 1'b0))) begin
                    t_next_state[counter] = 1'b1;
            end else if (neighbors < 4'd2 || neighbors >= 4'd4) begin
                    t_next_state[counter] = 1'b0;
            end
            counter <= counter - 1;
            writing_board_done <= 1'b0;
            if ((counter + 1) % 8 == 0 && counter != 63) begin
                row <= row - 1;
                col <= 7;
            end
            col <= col - 1;
        end else if (write_board_state) begin
            counter <= 63;
            writing_board_done <= 1'b1;
            row <= 7;
            col <= 7;
        end
    end
    assign next_state = t_next_state;
endmodule
==> run.sh <==
#!/bin/bash
# OpenROAD 26Q1-2900-gdf79404cd8, Yosys 0.63+post, stock flow scripts
make -C /OpenROAD-flow-scripts/flow DESIGN_CONFIG=/design/flow/config.mk WORK_HOME=/design/flow/orfs finish
==> config.mk <==
export PLATFORM = sky130hd
export DESIGN_NAME = game
export DESIGN_NICKNAME = game
export VERILOG_FILES = /design/flow/design.v
export SDC_FILE = /design/flow/constraint.sdc
export NUM_CORES = 4
export LEC_CHECK = 1
export CORE_UTILIZATION = 30
==> constraint.sdc <==
current_design game

set clk_period 18.8
set clk_io_pct 0.2

create_clock -name clk0 -period $clk_period [get_ports {clk}]

set non_clock_inputs [all_inputs -no_clocks]
set_input_delay [expr $clk_period * $clk_io_pct] -clock clk0 $non_clock_inputs
set_output_delay [expr $clk_period * $clk_io_pct] -clock clk0 [all_outputs]
==> GITHUB_STEP_SUMMARY <==
### Yosys + OpenROAD results

| Metric | Value |
|---|---|
| First-pass GRT wire length | 29.7 mm |
| Number of instances in the placed design | 973 |
| Final count of negative-setup-slack endpoints | 0 |
| Total Wirelength | 18.9 mm |
| Least setup slack across all paths after layout | 9570 ps |
| Class of the tightest hold or removal check | register to register |
| Run status | finished, final reports clean |
| Part of the Yosys area used for sequential elements | a little over a third |
| Average wire per cell in the routed design | ~19 microns |
| Cell with the largest stage delay on the worst path | sky130_fd_sc_hd__buf_4 |
| Warnings, synthesis | 1 |
| Via density per instance | ~5.5 |
| Layout cells sized above 1 | about 14% |
| Post-Layout Inst Area | around 8200 sq um |
| Routed via count | between 5k and 6k |
| Max Slew Vio Count | 0 |
| Pin count of the biggest net entering global routing | 65 |
| Number of antenna-violating nets in the routed design | 0 |
| Master cell of the clock root buffer | sky130_fd_sc_hd__clkbuf_16 |
| Final tally of hold violations | 0 |
| Average cell area after synthesis | 10.7 sq um |
| Top-count cell post-synth | sky130_fd_sc_hd__nor3_1 |
| YS chip area | 6390 sq um |
| TritonCTS sink count | approximately 77 |
| Netlist area before placement | ~6400 sq um |
| Tally of buffers added on design ports | around 130 |
| Critical path cell sequence | clkdlybuf4s50_1 > mux2i_1 > a22o_1 > a221oi_1 > o32ai_1 > o211ai_1 > a311oi_1 > fa_1 > fa_1 > inv_1 > fa_1 > ha_1 > fa_1 > o21ai_0 > nand2_1 > nor4_4 > buf_4 > nor3_1 |
| Number of buffers added by the clock tree synthesis step | 9 |
| Number of global-route vias before repair | roughly 5.4k |
| Worst Reg-to-Reg Cells | 21 |
| Number of gates given a new drive strength after cts | 0 |
| # IOs | 131 |
| Distinct lib cells | around 59 |
| CTS tree | built |
| Die Footprint | around 22,000 sq um |
| Post-synth top area share | between 30% and 40% |
| Dpl hpwl | around 14 mm |
| Worst slack at placement | between 9000 and 10,000 ps |
| Setup repair after global routing missed its margin | false |
| Registers, synthesis | ~77 |
| Die Ht | roughly 150 microns |
| Final worst clock skew | 6.35 ps |
| # Max-Cap Violations | 0 |
| Commonest register cell after synthesis | sky130_fd_sc_hd__edfxtp_1 |
| Fraction of the core area occupied by cells at floorplan | 30.5% |
| Area growth from synthesis to layout | 28.4% |
| Crit Reg-Reg Startpoint | col[0] |
| Antenna violations before repair | 0 |
| Floorplan row count | roughly 53 |
| Critical Path Most Common Cell | sky130_fd_sc_hd__fa_1 |
| Worst-skew pair later-pin latency | about 330 ps |
| Count of mapped cells out of synthesis | 600 |
| Global placer's final weighted congestion | 0.927 |
| Worst setup path class | input port to register |
| Maximum buffer depth of the clock tree | 2 |
| Source of the critical timing path | board[12] |
| Maximum operating frequency | between 100 and 150 MHz |
| Largest area contributor in the netlist | sky130_fd_sc_hd__edfxtp_1 |
| Crit path time final | roughly 9200 ps |
| Slack of the worst reg-to-reg path | between 10,000 and 15,000 ps |
| Area after detailed placement | between 7000 and 8000 sq um |
| Nature of the critical path endpoint | register |
| Setup TNS | 0 ps |
| Post-route worst hold slack | between 500 and 600 ps |
| Area of the core | ~21,000 sq um |
| Worst-path maximum fanout | 63 |
| Transition time at the pin with the least slew margin | roughly 670 ps |
| Number of standard cells in the final layout excluding fillers | between 900 and 1k |
| Die x size | around 150 microns |
| Yosys cell count | 600 |
| Number of OpenROAD warnings | 34 |
| Nature of the critical path startpoint | input port |
| Biggest area cells | sky130_fd_sc_hd__edfxtp_1 (36%), sky130_fd_sc_hd__mux4_2 (16%), sky130_fd_sc_hd__mux2i_1 (7.5%), sky130_fd_sc_hd__nor3_1 (6.1%), sky130_fd_sc_hd__ha_1 (3.3%) |
| Count of antenna diodes in the layout | 0 |
| Required time of the worst setup path | between 15,000 and 20,000 ps |
| Rel. slew slack | 55.5% |
| Grt ovf | 0 |
| Core Util, Final | between 30% and 40% |
| Critical Path AT | ~9300 ps |
| Final Cycle Share | roughly half |
| TritonRoute pass-1 iters | 5 |
| Number of H-tree levels | 3 |
| Final routed DRC violation total | 0 |
| Fraction of synthesis flops using an asynchronous set or reset pin | 0% |
| Biggest cell delay along the critical path | 550 ps |
| Leading cell types by count after synthesis | sky130_fd_sc_hd__nor3_1 (78), sky130_fd_sc_hd__edfxtp_1 (76), sky130_fd_sc_hd__nand2_1 (56), sky130_fd_sc_hd__mux2i_1 (48), sky130_fd_sc_hd__mux4_2 (46) |
| Final-layout fill cell count | just over 2k |
| Total global routing track utilization | approximately 18% |
| Buffers inserted during post-CTS setup optimization | 0 |
| Cts hold-fix bufs | 0 |
| Post-synth tally of flip-flops with integrated enable | about 76 |
| Clock-pin slew reported for the worst setup and hold paths after clock tree synthesis | ~60 ps |
| 1st-iter DRT viols | approximately 330 |
-- layout make-up --
| class | instances | area [sq um] | share of cell area [%] |
|---|---|---|---|
| clock buffer | 9 | 225 | 2.74 |
| multi-input combinational | 448 | 3760 | 45.8 |
| clock inverter | 7 | 57.6 | 0.701 |
| sequential | 77 | 2300 | 28.0 |
| timing repair buffer | 146 | 1420 | 17.3 |
| tap | 275 | 344 | 4.19 |
| inverter | 27 | 101 | 1.23 |
-- layout by cell type (no fill, tap or decap), drive strengths merged, types with 3 or more instances in the layout --
cell type,count
clkdlybuf4s50,130
nor3,78
edfxtp,76
nand2,56
mux2i,48
mux4,46
inv,29
nor2,26
ha,17
buf,16
nand3,15
o21ai,13
a21oi,10
nand2b,10
o22ai,9
clkbuf,9
a31oi,8
or2,7
mux2,7
and2,7
o221ai,7
a211oi,7
nor2b,6
a2bb2oi,5
o211ai,5
o21a,4
xor2,4
a221oi,4
a22oi,4
fa,4
or3,3
a2111oi,3
nor3b,3
o311ai,3
clkinv,3
-- metal layers --
metal | track usage [%] | part of all wire [%] | wire [microns]
met1 | 27.7 | 44 | 8350
met2 | 28.0 | 46 | 8680
met3 | 4.31 | 7.0 | 1330
met4 | 4.33 | 2.8 | 527
met5 | 0 | 0 | 0
-- how the worst min path moves through the flow --
stage,endpoint,from,cells after the start
after CTS,writing_board_done,writing_board_done,2
after global routing,writing_board_done,writing_board_done,2
final,writing_board_done,writing_board_done,2
-- cell families (layout without fill, tap and decap cells) --
group | count (synthesis) | after routing | synth area share, %
AOI/OAI and AO/OA | 100 | 100 | 11.4
xor gates and xnor gates | 6 | 6 | 0.822
adders and majority gates | 21 | 21 | 4.58
buffers and inverters | 75 | 189 | 5.34
DFF | 77 | 77 | 36.0
muxes | 101 | 101 | 25.0
other | 1 | 1 | 0.0587
and+or+nand+nor | 219 | 219 | 16.9
-- critical path, delay by kind of cell --
kind	cells	cell delay, ps
compound gates	6	1540
fa+ha+maj	5	2110
buf+inv	3	1110
mux	1	180
simple gates	3	570
